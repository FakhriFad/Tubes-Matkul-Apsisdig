File: ./config.mk
export PLATFORM = sky130hd
export DESIGN_NAME = matrix_scanner
export DESIGN_NICKNAME = matrix_scanner
export VERILOG_FILES = /design/flow/design.v
export SDC_FILE = /design/flow/constraint.sdc
export NUM_CORES = 4
export LEC_CHECK = 1
export CORE_UTILIZATION = 30
File: ./constraint.sdc
current_design matrix_scanner

set clk_period 3.0
set clk_io_pct 0.2

create_clock -name clk0 -period $clk_period [get_ports {CLK_50}]

set non_clock_inputs [all_inputs -no_clocks]
set_input_delay [expr $clk_period * $clk_io_pct] -clock clk0 $non_clock_inputs
set_output_delay [expr $clk_period * $clk_io_pct] -clock clk0 [all_outputs]
File: ./design.v
module clock_divider #(parameter divisor = 28'd500000)(
	input CLK_50,
	input RESET,
	output reg out_clk
);
	reg [27:0] counter = 28'd0;
	always@(posedge CLK_50 or posedge RESET) begin
		if(RESET)
			counter <= 28'd0;
		else begin
			counter <= counter + 28'd1;
			if(counter >= (divisor - 1))
				counter <= 28'd0;
			out_clk <= (counter < divisor/2) ? 1'b1 : 1'b0;
		end
	end
endmodule
module column_reader (
    input wire clk,              
    input wire rst,              
    input wire [3:0] col_in,     
    output reg [3:0] col_data,   
    output reg key_pressed       
);
    reg [3:0] col_sync_1;
    reg [3:0] col_sync_2;
    always @(posedge clk or posedge rst) begin
        if (rst) begin
            col_sync_1 <= 4'b1111;
            col_sync_2 <= 4'b1111;
            col_data   <= 4'b1111;
            key_pressed <= 1'b0;
        end else begin
            col_sync_1 <= col_in;
            col_sync_2 <= col_sync_1;
            col_data <= col_sync_2;
            if (col_sync_2 != 4'b1111) 
                key_pressed <= 1'b1;
            else
                key_pressed <= 1'b0;
        end
    end
endmodule
module debounce (
	input clk, 
	input in, 
	output reg out
);
	reg sync_0;
	reg sync_1;
	always@(posedge clk) begin
		sync_0 <= in;
		sync_1 <= sync_0;
		out <= sync_1;
	end
endmodule
module fifo_queue(
    input wire CLK_50,
    input wire RESET,           
    input wire WR_EN,             
    input wire [7:0] WR_DATA,     
    input wire RD_EN,             
    output wire [7:0] RD_DATA,    
    output wire FIFO_FULL,        
    output wire FIFO_EMPTY        
);
    parameter DATA_WIDTH = 8;
    parameter FIFO_DEPTH = 16;
    parameter PTR_WIDTH = 4;      
    reg [DATA_WIDTH-1:0] mem_arr [0:FIFO_DEPTH-1];
    reg [PTR_WIDTH:0] ptr_wr;
    reg [PTR_WIDTH:0] ptr_rd;
    always @(posedge CLK_50 or posedge RESET) begin
        if (RESET) begin
            ptr_wr <= 0;
            ptr_rd <= 0;
        end else begin
            if(WR_EN && !FIFO_FULL) begin
                mem_arr[ptr_wr[PTR_WIDTH-1:0]] <= WR_DATA;
                ptr_wr <= ptr_wr + 1;
            end
            if(RD_EN && !FIFO_EMPTY) begin
                ptr_rd <= ptr_rd + 1; 
            end
        end
    end
    assign RD_DATA = mem_arr[ptr_rd[PTR_WIDTH-1:0]];
    assign FIFO_EMPTY = (ptr_wr == ptr_rd);
    assign FIFO_FULL  = (ptr_wr[PTR_WIDTH-1:0] == ptr_rd[PTR_WIDTH-1:0]) && 
                        (ptr_wr[PTR_WIDTH] != ptr_rd[PTR_WIDTH]);
endmodule
module key_encoder (
    input  wire [1:0] row,         
    input  wire [3:0] col,         
    output reg  [7:0] key_code     
);
always @(*) begin
    key_code = 8'h00; 
    case ({row, col})
        6'b001110: key_code = 8'h31;  
        6'b001101: key_code = 8'h32;  
        6'b001011: key_code = 8'h33;  
        6'b000111: key_code = 8'h41;  
        6'b011110: key_code = 8'h34;  
        6'b011101: key_code = 8'h35;  
        6'b011011: key_code = 8'h36;  
        6'b010111: key_code = 8'h42;  
        6'b101110: key_code = 8'h37;  
        6'b101101: key_code = 8'h38;  
        6'b101011: key_code = 8'h39;  
        6'b100111: key_code = 8'h43;  
        6'b111110: key_code = 8'h2A;  
        6'b111101: key_code = 8'h30;  
        6'b111011: key_code = 8'h23;  
        6'b110111: key_code = 8'h44;  
    endcase
end
endmodule
module matrix_scanner #(parameter DIVISOR = 500000)(
	input CLK_50,
	input RESET_IN,
	input [3:0] col_in,
	output [3:0] row_out,
	input fifo_rd,
	output [7:0] data_out,
	output fifo_full,
	output fifo_empty
);
	wire clk_100;
	wire [1:0] row_idx;
	wire [3:0] col_data;
	wire key_pressed;
	wire debounce_out;
	wire [7:0] encode_ascii;
	wire pulse_out;
	wire RESET = ~RESET_IN;
	clock_divider #(.divisor(DIVISOR)) clk_div(
		.CLK_50(CLK_50),
		.RESET(RESET),
		.out_clk(clk_100)
	);
	row_driver row_drv(
		.CLK_100HZ(clk_100),
		.RESET(RESET),
		.ROW_OUT(row_out),
		.ROW_IDX(row_idx)
	);
	column_reader col_read(
		.clk(clk_100),
		.rst(RESET),
		.col_in(col_in),
		.col_data(col_data),
		.key_pressed(key_pressed)
	);
	key_encoder key_enc(
		.row(row_idx),
		.col(col_data),
		.key_code(encode_ascii)
	);
	debounce debounce(
		.clk(clk_100),
		.in(key_pressed),
		.out(debounce_out)
	);
	pos_edge_det pulse(
		.clk(clk_100),
		.in(debounce_out),
		.out(pulse_out)
	);
	fifo_queue fifo(
		.CLK_50(clk_100),
		.RESET(RESET),
		.WR_EN(pulse_out),
		.WR_DATA(encode_ascii),
		.RD_EN(fifo_rd),
		.RD_DATA(data_out),
		.FIFO_FULL(fifo_full),
		.FIFO_EMPTY(fifo_empty)
	);
endmodule 
module pos_edge_det(
	input clk,
	input in,
	output out
);
	reg sig_dly;
	always@(posedge clk) begin
		sig_dly <= in;
	end
	assign out = in & ~sig_dly;
endmodule
module row_driver (
    input  wire       CLK_100HZ,      
    input  wire       RESET,           
    output reg  [3:0] ROW_OUT,         
    output reg  [1:0] ROW_IDX          
);
    always @(posedge CLK_100HZ or posedge RESET) begin
        if (RESET)
            ROW_IDX <= 0;
        else
            ROW_IDX <= ROW_IDX + 1;
    end
    always @(*) begin
        case (ROW_IDX)
            2'd0: ROW_OUT = 4'b1110;
            2'd1: ROW_OUT = 4'b1101;
            2'd2: ROW_OUT = 4'b1011;
            2'd3: ROW_OUT = 4'b0111;
            default: ROW_OUT = 4'b1111;
        endcase
    end
endmodule
File: ./run.sh
#!/bin/bash
# OpenROAD 26Q1-2900-gdf79404cd8, Yosys 0.63+post, stock flow scripts
make -C /OpenROAD-flow-scripts/flow DESIGN_CONFIG=/design/flow/config.mk WORK_HOME=/design/flow/orfs finish
==> impl_metrics.ini <==
; generated from flow reports
[power_and_ir_drop]
p_leak_nw = 2.68
peakVddDrop_v = 0.000339
p_total_w = 0.00106
p_per_area_nw_per_um2 = 134

[yosys]
ys_seq_frac = 0.669
ys.flop_type = edfxtp_1
synth_area_sq_um = 7200
synth_cell_type_count = 63
yosys_warnings = 8
synth_cells = 523
avgSynthCellArea_sq_um = 13.8
ys.flops = 170
edf_count = 113
yosys.area.top_type_share = 0.471
ys_area_sq_um = 7200
top_area_cell = edfxtp_1
synth_stat.cells = 523
top_cells_by_area = edfxtp_1, dfrtp_1, dfstp_2
async_flop_share = 0.312

[route]
ant_nets = 0
vias_per_cell = 4.98
drtIter0Drc = 256
drcViolationCount = 0
drt-total-wl_microns = 13800
vias = 4295
dr.pass1.iters = 4
diodes = 0
routedWlPerCell_microns = 16.0

[placement]
pre_cts_ws_ps = 643
gp_congestion = 0.875
port_buffers = 19
dpl.cell_count = 855
dpl.hpwl_microns = 9380

[die]
dieWidth_microns = 157
core_area_sq_um = 23500
pin_count = 21
fp_util = 0.306
chipArea_sq_um = 24600
rows = 56
chipHeight_microns = 157

[final_timing]
untimed_endpoints = 266
setup_tns_ps = 0
unclocked_pins = 141
fmax_ghz = 0.414
finalCritPeriodShare = 0.805
rsz0062_at_grt = no
holdWs_ps = 328
fin_ws_ps = 584
finClkSkew_ps = 8.97
max-slew-margin-rel = 0.400
tightestPinTransition_ps = 900
fin_crit_ps = 2420
drv_slew = 0
finalHoldViolCount = 0
finalSetupViolCount = 0

[worst_setup_path]
arrival_ps = 2590
cp_slowest_stage_delay_ps = 640
worstPathCellList = ha_1, and4_1, o41ai_1, nand4_2, a21oi_1
r2r_cells = 5
critPathKind = reg -> reg
worst_ep_required_time_ps = 3170
critPathTopFamily = simple AND/OR/NAND/NOR gates
startpoint_type = register
cp_max_fo = 19
path_buffers = 0
cp_slowest_cell = nand4_2
end_kind = register
worst-path-stages = 5

[clock_network]
clk_pin_slew_ps = 50
insertion_delay_ps = 270
postCtsHoldBufs = 0
htreeDepth = 2
cts-buffers-inserted = 5
cts_tree = built
cts_root_buffer = clkbuf_16
post_cts_buffers = 0
cts_buffer_depth = 2
cts.repair.resized = 0

[layout]
finalNonFillerCells = 863
syn2layout_area_growth_pct = 10.5
fillers = 2276
drive_above_1_share = 0.105

[outcome]
status = finished clean

[grt]
antenna_found_initial = 0
grt_pass1_vias = 4299
grt.overflow.total = 0
grt_max_degree = 113
grt_use_total = 0.122
grt_pass1_wl_microns = 22500

[flow_run]
tool_warnings = 38
maxCapViolCount = 0

[hold_path]
min_path_type = in -> async
[cell usage after synthesis (5+ instances only)]
master      n
a211oi_1    7
a21oi_1    20
a21oi_2    10
a221oi_1    6
a22o_1      7
a22oi_1    15
a32oi_1     6
and2_1     14
buf_1       5
clkbuf_1   17
dfrtp_1    41
dfstp_2    12
edfxtp_1  113
ha_1       16
inv_1      24
mux2_2      7
mux2i_1     5
nand2_1    30
nand2b_1    5
nand3_1    22
nand4_1     6
nor2_1     15
nor2b_1     5
nor3_1      5
o211ai_1    7
o21ai_0    11
xnor2_1    17
xor2_1      9
[report_power, final]
part / internal, W / total [W] / switching (W)
clock network: 0.000328 / 0.000492 / 0.000163
logic: 0.0000329 / 0.0000953 / 0.0000623
registers: 0.000467 / 0.000476 / 0.00000950
total: 0.000828 / 0.00106 / 0.000235
[layer usage]
metal | up-vias | GRT usage | part of all wire
met4 | 0 | 0.00654 | 0.0049
met2 | 155 | 0.202 | 0.48
met5 | - | 0 | 0
met3 | 4 | 0.0451 | 0.079
met1 | 2135 | 0.168 | 0.44
li1 | 2001 | - | -
[sequential cells by signal, indices dropped and copies added (netlist names)]
| register | flops |
|---|---|
| clk_div.counter | 28 |
| clk_div.out_clk | 1 |
| col_read.col_data | 4 |
| col_read.col_sync_1 | 4 |
| col_read.col_sync_2 | 4 |
| col_read.key_pressed | 1 |
| debounce.out | 1 |
| debounce.sync_0 | 1 |
| debounce.sync_1 | 1 |
| fifo.mem_arr | 112 |
| fifo.ptr_rd | 5 |
| fifo.ptr_wr | 5 |
| pulse.sig_dly | 1 |
| row_drv.ROW_IDX | 2 |
[cell usage in the layout (no fill, tap or decap), types with 9 or more instances in the layout]
master	n
edfxtp_1	113
dfrtp_1	41
nand2_1	30
inv_1	24
nand3_1	22
a21oi_1	20
clkdlybuf4s50_1	18
xnor2_1	17
ha_1	16
a22oi_1	15
nor2_1	15
and2_1	14
dfstp_2	12
buf_4	12
o21ai_0	11
a21oi_2	10
conb_1	10
xor2_1	9
[worst paths after layout]
kind	startpoint	slack, ps	end
min reg2reg	clk_div.counter[0]$_DFF_PN0_	530	clk_div.counter[0]$_DFF_PN0_
max	clk_div.counter[0]$_DFF_PN0_	580	clk_div.counter[0]$_DFF_PN0_
min	RESET_IN	330	clk_div.counter[1]$_DFF_PN0_
max in group asynchronous	RESET_IN	1890	clk_div.counter[24]$_DFF_PN0_
max reg2reg	clk_div.counter[0]$_DFF_PN0_	580	clk_div.counter[0]$_DFF_PN0_
min in group clk0	clk_div.counter[0]$_DFF_PN0_	530	clk_div.counter[0]$_DFF_PN0_
[area by class of cell]
cell class,count,area (sq um),share of cell area
Clock buffer,6,139,0.0175
Clock inverter,2,13.8,0.00173
Timing Repair Buffer,31,275,0.0346
Sequential cell,170,4810,0.605
Tap cell,319,399,0.0502
Inverter,24,90.1,0.0113
Multi-Input combinational cell,311,2230,0.280
[kinds of logic after synthesis]
| family | Yosys count | share of synthesized area |
|---|---|---|
| flops | 170 | 0.669 |
| simple gates | 126 | 0.0978 |
| compound gates | 121 | 0.127 |
| buf+inv | 51 | 0.0287 |
| xor+xnor | 26 | 0.0316 |
| fa+ha+maj | 16 | 0.0278 |
| mux | 12 | 0.0179 |
| other cells | 1 | 0.000521 |
[through the flow]
step / cell area, sq um / util
2_1_floorplan: 7240 / -
3_3_place_gp: 7800 / 0.332
3_5_place_dp: 7800 / 0.332
4_1_cts: 7960 / 0.338
5_1_grt: 7960 / 0.338
6_report: 7960 / 0.338
